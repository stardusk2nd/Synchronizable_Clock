==> /design/flow/design.v <==
`timescale 1ns / 1ps
`timescale 1ns / 1ps
module buzzer(
    input clk, reset,
    input btn_clear,
    input alert, alarm,
    output reg buzz
    );
    parameter real BUZZ_FREQ = 1 / 0.4;    
    parameter integer PRESCALER = 100_000_000 / BUZZ_FREQ;
    reg [$clog2(PRESCALER)-1 : 0] count;
    reg buzz_flag;
    always @(posedge clk, posedge reset) begin
        if(reset) begin
            count = 0;
            buzz_flag = 0;
            buzz = 0;
        end
        else begin
            if(btn_clear) begin
                buzz_flag = 0;
                buzz = 0;
            end
            else if(alert || alarm)
                buzz_flag = 1;
            if(buzz_flag) begin
                if(count < PRESCALER - 1)
                    count = count + 1;
                else begin
                    count = 0;
                    buzz = ~buzz;
                end
            end
        end
    end
endmodule
==> /design/flow/run.sh <==
#!/bin/bash
# OpenROAD 26Q1-2900-gdf79404cd8, Yosys 0.63+post, stock flow scripts
make -C /OpenROAD-flow-scripts/flow DESIGN_CONFIG=/design/flow/config.mk WORK_HOME=/design/flow/orfs finish
==> /design/flow/config.mk <==
export PLATFORM = sky130hd
export DESIGN_NAME = buzzer
export DESIGN_NICKNAME = buzzer
export VERILOG_FILES = /design/flow/design.v
export SDC_FILE = /design/flow/constraint.sdc
export NUM_CORES = 4
export LEC_CHECK = 1
export CORE_UTILIZATION = 30
==> /design/flow/constraint.sdc <==
current_design buzzer

set clk_period 2.5
set clk_io_pct 0.2

create_clock -name clk0 -period $clk_period [get_ports {clk}]

set non_clock_inputs [all_inputs -no_clocks]
set_input_delay [expr $clk_period * $clk_io_pct] -clock clk0 $non_clock_inputs
set_output_delay [expr $clk_period * $clk_io_pct] -clock clk0 [all_outputs]
==> GITHUB_STEP_SUMMARY <==
### Metrics collected by this job

| Metric | Value |
|---|---|
| Top achievable clock speed | 453.7 MHz |
| Pwr dens | 651.8 nW/um2 |
| Post-layout util | 36.55% |
| Simple Share, Synth | 28.97% |
| I/O pins | 6 |
| # hold bufs at CTS | 0 |
| Synth-to-Final Area Change | 15.14% |
| Final hold violations | 0 |
| MUX share of area | 1.964% |
| Clock skew | 0.008971 ns |
| Clock Latency Late Sink | 0.28 ns |
| Tool warnings | 25 |
| Crit path from | count[0] |
| Via count | 1,174 |
| TritonCTS clock tree | built |
| Static leakage | 0.7575 nW |
| Overflow left after global routing | 0 |
| Max_cap viols | 0 |
| Tmin final | 2.204 ns |
| Cells on worst reg2reg path | 6 |
| Worst r2r src | count[0] |
| Top logic family | simple AND/OR/NAND/NOR gates |
| Post-synthesis cell count | 165 |
| Setup_tns | 0 ns |
| Final worst path period share | 88.17% |
| # Cells Yosys | 165 |
| DR iter-0 viols | 57 |
| Std-Cell Rows | 25 |
| Yosys warns | 2 |
| Seq share, synth | 45.83% |
| Pre-Place Util | 31.74% |
| Crit path capture type | register |
| Core footprint | 4817 um2 |
| Dpl hpwl | 2.061 mm |
| Crit path DRT | 2.71 ns |
| Yosys stat area | 1529 um2 |
| Vias in the first global route | 1,036 |
| Routed WL per cell | 12.17 um |
| Startpoint Class | register |
| FF-to-FF setup slack | 0.30 ns |
| Clock transition at path regs | 0.10 ns |
| Cell Area, Synth | 1529 um2 |
| Crit path to | buzz |
| Maximum vdd drop | 0.5159 mV |
| Pins Over Slew Limit | 0 |
| # port buffers | 5 |
| DIE WIDTH | 73.39 um |
| Adder share | 0.8183% |
| RSZ-0062 raised after global routing | no |
| DRC | 0 |
| Drt via density | 4.811 |
| Async S/R FF share, synth | 100.0% |
| Number of antenna-violating nets in the routed design | 0 |
| # diodes | 0 |
| Slew @ Worst Pin | 0.7649 ns |
| Maximum fanout along the worst path | 16 |
| CTS Buf Count | 3 |
| Final setup viols | 0 |
| Dpl ws | 0.1393 ns |
| Ao+oa area frac | 11.21% |
| Clock Sinks | 28 |
| XORs/XNORs by Area | 8.020% |
| Mapped Avg Cell Area | 9.266 um2 |
| Total GRT Usage | 12.09% |
| Largest net degree at the start of global routing | 29 |
| Worst setup margin | 0.2957 ns |
| EDFF count, synth | 0 |
| Critical path arrival | 2.42 ns |
| Global-route wire length before repair | 5.002 mm |
| CTS resizes | 0 |
| Drt first pass iters | 4 |
| Chip height | 73.39 um |
| Max clock buf depth | 2 |
| WL final | 2.970 mm |
| Synth Register Bits | 28 |
| Main flop type | dfrtp_1 |
| Hold_ws | 0.4924 ns |
| Filler cell count in the final layout | 505 |
| Kind of critical path | reg2reg |
| Die area | 5386 um2 |
| Outcome | complete, no violations |
| Post-CTS setup buffers | 0 |
| Routability Congestion | 0.8069 |
| Hold crit path type | reg2reg |
| Htree depth | 1 |
| Initial antenna violation count | 0 |
| Share of layout cells above drive strength 1 | 10.17% |
| Root Buffer Master | clkbuf_8 |
| Slew margin rel. | 49.01% |
| Cell Type Count | 37 |
| Capture point of the worst reg-to-reg path | buzz |
-- synth_stat cells (2+ instances only) --
library cell / count / area (um2)
dfrtp_1: 28 / 700.7
nor2_1: 22 / 82.58
nand3_1: 17 / 85.08
nand2_1: 16 / 60.06
xor2_1: 14 / 122.6
inv_1: 8 / 30.03
nand4_1: 7 / 43.79
o21ai_0: 6 / 30.03
a31oi_1: 5 / 31.28
and3_1: 4 / 25.02
o22ai_1: 4 / 25.02
mux2i_1: 3 / 30.03
or3_1: 3 / 18.77
a21oi_1: 2 / 10.01
and4_1: 2 / 17.52
clkbuf_1: 2 / 7.510
nor3_1: 2 / 10.01
-- per-stage QoR --
step	instance area, um2	total power [mW]	instances
2_1_floorplan	1529	0.7338	165
3_3_place_gp	1689	0.7887	240
3_5_place_dp	1689	0.7913	240
4_1_cts	1760	1.161	244
5_1_grt	1760	1.213	244
6_report	1760	1.147	244
-- cell usage in the layout, fill, tap and decap left out, types with 3 or more instances in the layout --
cell type,count
dfrtp_1,28
nor2_1,22
nand3_1,17
nand2_1,16
xor2_1,14
inv_1,8
nand4_1,7
o21ai_0,6
buf_4,6
a31oi_1,5
clkdlybuf4s50_1,5
and3_1,4
o22ai_1,4
or3_1,3
mux2i_1,3
clkbuf_8,3
-- critical path, cell delays in order, from the launching register on --
cell and delay (ns):
dfrtp_1 0.41, ha_1 0.25, inv_1 0.10, nor4_4 0.32, o2111ai_2 0.17, a21oi_2 0.64
mux2i_1 0.25
-- layer usage --
metal | global-route usage [%] | routed length (um)
met1 | 19.01 | 1580
met2 | 18.42 | 1298
met3 | 2.497 | 67
met4 | 1.068 | 24
met5 | 0 | 0
-- state kept, by name (all words and copies together), names as in the netlist --
signal and count:
buzz_flag 1, count 26, buzz 1
-- power by group --
group	switching (mW)	internal [mW]	total, mW
Combinational	0.129	0.0803	0.209
Sequential	0.0667	0.508	0.575
Clock	0.149	0.215	0.364
-- final cells by class --
type	instances	area, um2	area share, %
Timing Repair Buffer	11	95.09	5.402
Multi-Input combinational cell	126	779.5	44.28
Sequential cell	28	700.7	39.80
Tap cell	67	83.83	4.762
Clock inverter	1	30.03	1.706
Clock buffer	3	41.29	2.345
Inverter	8	30.03	1.706
-- cells by family after synthesis --
family / after synthesis
and+or+nand+nor: 84
xor gates and xnor gates: 14
adders and majority gates: 1
DFF: 28
buffers and inverters: 11
AOI/OAI and AO/OA: 24
muxes: 3
-- worst min-delay path by stage --
stage     start  slack (ns)  depth (start not counted)  endpoint
6_report   buzz        0.49                          1      buzz
5_1_grt    buzz        0.52                          1      buzz
4_1_cts    buzz        0.50                          1      buzz
No activity file was given, so power comes from the tool's default toggle rates.
