### ./config.mk
export PLATFORM = sky130hd
export DESIGN_NAME = sync_receive
export DESIGN_NICKNAME = sync_receive
export VERILOG_FILES = /design/flow/design.v
export SDC_FILE = /design/flow/constraint.sdc
export NUM_CORES = 4
export LEC_CHECK = 1
export CORE_UTILIZATION = 40
### ./constraint.sdc
current_design sync_receive

set clk_period 8.2
set clk_io_pct 0.2

create_clock -name clk0 -period $clk_period [get_ports {clk}]

set non_clock_inputs [all_inputs -no_clocks]
set_input_delay [expr $clk_period * $clk_io_pct] -clock clk0 $non_clock_inputs
set_output_delay [expr $clk_period * $clk_io_pct] -clock clk0 [all_outputs]
### ./design.v
`timescale 1ns / 1ps
`timescale 1ns / 1ps
module sync_send(
    input clk, reset,
    input btn_sync,
    input [55:0] data_buffer,
    output tx
    );
    reg [7:0] data_in;
    reg send;
    wire busy;
    uart_tx test(
        .clk(clk), .reset(reset), .data_in(data_in), .send(send), .tx(tx), .busy(busy)
    );
    reg [1:0] state, next_state;
    parameter IDLE = 0;
    parameter SEND = 1;
    parameter WAIT = 2;
    always @(negedge clk, posedge reset) begin
        if(reset) state <= IDLE;
        else state <= next_state;
    end
    reg [2:0] i;
    always @(posedge clk or posedge reset) begin
        if(reset) begin
            next_state = IDLE;
            data_in = 0;
            send = 0;
            i = 0;
        end
        else begin
            case(state)
                IDLE: begin
                    send = 0;
                    if(btn_sync) begin
                        i = 0;
                        next_state = SEND;
                    end
                end
                SEND: begin
                    if(!busy) begin
                        case(i)
                            6: data_in = data_buffer[55:48];
                            5: data_in = data_buffer[47:40];
                            4: data_in = data_buffer[39:32];
                            3: data_in = data_buffer[31:24];
                            2: data_in = data_buffer[23:16];
                            1: data_in = data_buffer[15:8];
                            0: data_in = data_buffer[7:0];
                        endcase
                        send = 1;
                        next_state = WAIT;
                    end
                end
                WAIT: begin
                    send = 0;
                    if(busy) begin
                        next_state = WAIT;
                    end
                    else if(i < 6) begin
                        i = i + 1;
                        next_state = SEND;
                    end
                    else begin
                        next_state = IDLE;
                    end
                end
            endcase
        end
    end
endmodule
module sync_receive(
    input clk, reset,
    input rx,
    output [55:0] received_value,
    output reg rx_done
);
    wire [7:0] data_out;
    wire valid;
    uart_rx reception(
        .clk(clk), .reset(reset), .rx(rx),
        .data_out(data_out), .valid(valid)
    );
    parameter N = 7;
    reg [7:0] data_buffer [0:N-1];
    reg [4:0] index;
    always @(posedge clk, posedge reset) begin
        if(reset) begin
            for(index = 0; index < N; index = index + 1)
                data_buffer[index] = 0;
            index = 0;
            rx_done = 0;
        end
        else if(valid) begin
            data_buffer[index] = data_out;
            index = index + 1;
            if(index > N-1) begin
                index = 0;
                rx_done = 1;
            end
        end
        else
            rx_done = 0;
    end
    wire [7:0] year;
    assign year = 10 * data_buffer[0][7:4] + data_buffer[0][3:0];
    assign received_value = {
        data_buffer[6], data_buffer[5], data_buffer[4], data_buffer[3],
        data_buffer[2], data_buffer[1], year
    };
endmodule
module uart_tx(
    input clk, reset,
    input [7:0] data_in,
    input send,
    output reg tx,   
    output reg busy
    );
    reg [$clog2(100_000_000 / 9600)-1 : 0] count;
    reg [3:0] bit_index;
    reg [9:0] tx_shift;
    always @(posedge clk or posedge reset) begin
        if(reset) begin
            count = 0;
            bit_index = 0;
            tx_shift = 0;    
            tx = 1;          
            busy = 0;
        end
        else if(send) begin
            count = 0;
            bit_index = 0;
            tx_shift = {1'b1, data_in, 1'b0};
            busy = 1;
        end
        else if(busy) begin
            if(count < 100_000_000 / 9600 - 1)
                count = count + 1;
            else begin
                count = 0;
                tx = tx_shift[0];
                tx_shift = {1'b1, tx_shift[9:1]};
                if(bit_index < 10)
                    bit_index = bit_index + 1;
                else
                    busy = 0;
            end
        end
    end
endmodule
module uart_rx(
    input clk, reset,
    input rx,   
    output reg [7:0] data_out,
    output reg valid
    );
    reg [$clog2(100_000_000 / 9600)-1 : 0] count;
    reg [3:0] bit_index;
    reg [9:0] rx_shift;
    reg busy;
    always @(posedge clk or posedge reset) begin
        if(reset) begin
            count = 0;
            bit_index = 0;
            rx_shift = 0;
            valid = 0;
            busy = 0;
            data_out = 0;
        end
        else if(!busy && !rx)
            busy = 1;
        else if(busy) begin
            if(count < 100_000_000 / 9600 - 1)
                count = count + 1;
            else begin
                count = 0;
                rx_shift = {rx, rx_shift[9:1]};
                bit_index = bit_index + 1;
                if(bit_index > 8) begin
                    bit_index = 0;
                    busy = 0;
                    valid = 1;
                    data_out = rx_shift[8:1];
                end
            end
        end
        else
            valid = 0;
    end
endmodule
### ./run.sh
#!/bin/bash
# OpenROAD 26Q1-2900-gdf79404cd8, Yosys 0.63+post, stock flow scripts
make -C /OpenROAD-flow-scripts/flow DESIGN_CONFIG=/design/flow/config.mk WORK_HOME=/design/flow/orfs finish
==> run summary <==
fresh numbers from the pnr run: Die ar. approximately 11000 sq um, Initial DRC Count 46, CP most frequent cell ha_1, GRT Residual Overflow 0, NetSw ~260 uW, Async S/R FF share, synth 1.00, area grow syn2layout 20.1%, CP required 6.56 ns, final slew viol count 0, Die Width around 110 um, max-cap viol count 0, Area leader share 0.555, Log Warnings 28, Period Utilization, post-route 0.551, vias in the first global route roughly 2600, measured slew at the worst slew-check pin 0.755 ns, Internal 696 uW, Setup Viol. Count Final 0, CP top delay family adder cells, pwr dens between 150 and 200 nW/um^2, Final Hold Viols 0, Comb area 1850 sq um, post-layout util 0.492, Fillers about 960, fin cells 533, clk buf depth 2, status finished clean, Post-CTS Hold Buffers 0, row count 38, vias per cell between 5 and 6, buffer-and-inverter tally for the worst setup path 1, Setup CP Type flip-flop to output port, Post-synth top cells dfrtp_1 (98), mux2_2 (72), ha_1 (14), nand2_1 (14), inv_1 (10), unrepaired setup endpoints after global routing false, clock power share 0.313, initial antenna violation count 0, clock tree from TritonCTS yes, detailed placement HPWL approximately 5700 um, placed instance area 5120 sq um, Routed wire per std cell about 15 um, skew final 0.00780 ns, clock buffer count from CTS 9, layout cells sized above 1 0.247, CP cell instances ha_1 > ha_1 > fa_1 > nand2_1 > nor3_1 > xnor2_1 > a21o_1 > clkdlybuf4s50_1, Die Height 107 um, Post-Route WL roughly 8000 um, Syn Area/Cell 13.5 sq um, largest net degree at the start of global routing between 50 and 60, Post-synth EDFFs 0, IR drop worst, VDD between 0.1 and 0.15 mV, Crit path arrival time 2.88 ns, first-pass GRT wire length 13600 um, Seq cells post-synth 98, Init Core Util 0.409, via count 2735, Synth warnings 3, Sink Count 98, number of setup buffers added after CTS 0, Netlist cell types just under 50, Sw Ratio 0.269, dpl cells approximately 520, register area 2450 sq um, Antenna Nets Post-Route 0, n_diodes 0, leakage 2.54 nW, Pre-antenna DRT Iters 4, clk root buf clkbuf_8, crit-path max FO 4, Critical-path top delay cell fa_1, post-route setup slack between 3 and 4 ns, I/O pin cnt ~60, Comb pwr share 0.120, final instance area ~5300 sq um, Hold WC Path Type flip-flop to flip-flop, Fin Hold WS slightly above 0.5 ns, most frequent cell after synthesis dfrtp_1, Resized cells post-CTS 0, Overall Global Routing Usage 0.157, CP Capture Type output port, register share of total power 0.567, synthesized instance count roughly 330, Peak Freq 0.221 GHz, Critical Path Max Stage Delay between 0.5 and 0.6 ns, Synth Seq Share 0.555, synthesized area about 4400 sq um, routability cong. 0.843, Top cells by area dfrtp_1 (56%), mux2_2 (18%), ha_1 (4.0%), Buffers on Ports just under 60, Primary FF master, synth dfrtp_1, H-tree levels 3, Power Total 952 uW, crit path time final around 4.5 ns, cell type with the largest total area dfrtp_1, pre-CTS WS 4.04 ns, CP Launch Type flip-flop, Worst slew margin 0.496, core area 10800 sq um, # Cells Yosys between 300 and 400, yosys stat chip area approximately 4400 sq um, clk latency of the worst-skew pair 0.35 ns, setup_tns 0 ns, Worst-path clk slew 0.09 ns, drc violations 0
==> final cells by class <==
type | instances | share of cell area
Timing Repair Buffer | 60 | 0.113
Sequential cell | 98 | 0.462
Tap cell | 140 | 0.0330
Clock buffer | 11 | 0.0248
Multi-Input combinational cell | 209 | 0.349
Clock inverter | 5 | 0.0104
Inverter | 10 | 0.00755
==> path summary, 6_finish.rpt <==
check	cells past startpoint	startpoint	endpoint	slack (ns)
hold / removal	1	data_buffer[5][3]$_DFFE_PP0P_	data_buffer[5][3]$_DFFE_PP0P_	0.51
setup reg to reg	5	reception.count[0]$_DFFE_PP0P_	reception.rx_shift[4]$_DFFE_PP0P_	5.64
hold reg to reg	1	data_buffer[5][3]$_DFFE_PP0P_	data_buffer[5][3]$_DFFE_PP0P_	0.51
setup / recovery	8	data_buffer[0][5]$_DFFE_PP0P_	received_value[7]	3.68
min in group asynchronous	2	reset	data_buffer[2][0]$_DFFE_PP0P_	1.71
max in group asynchronous	3	reset	data_buffer[1][3]$_DFFE_PP0P_	5.42
==> power groups by stage <==
stage / Sequential, mW / Combinational (mW) / Clock (mW)
4_1_cts: 0.539 / 0.117 / 0.311
5_1_grt: 0.544 / 0.131 / 0.331
6_report: 0.539 / 0.114 / 0.298
==> state kept, by name, indices dropped and copies added, names as in the netlist <==
register and cells:
data_buffer 56, index 5, reception.bit_index 4, reception.busy 1
reception.count 14, reception.data_out 8, reception.rx_shift 8, reception.valid 1
rx_done 1
==> routing by layer <==
layer | share of wire | up-vias | GRT usage
li1 | - | 1293 | -
met1 | 0.47 | 1396 | 0.248
met2 | 0.49 | 41 | 0.246
met3 | 0.036 | 5 | 0.0304
met4 | 0.0091 | 0 | 0.0147
met5 | 0 | - | 0
==> cell families (layout without fill, tap and decap cells) <==
logic type	Yosys count	after routing	share of synthesized area
flops	98	98	0.555
mux	75	75	0.193
simple gates	65	65	0.0864
compound gates	38	38	0.0620
buf+inv	19	86	0.0252
fa+ha+maj	16	16	0.0487
xor+xnor	15	15	0.0297
==> placed cells by master, fill, tap and decap left out, drive strengths merged, types with 6 or more instances in the layout <==
cell type and count:
xor2 8, dfrtp 98, nor3 6, inv 10
mux2 74, nand3 9, clkbuf 11, clkdlybuf4s50 59
ha 14, nand2 14, xnor2 7, nor2 9
a21oi 7
No activity file was given, so power comes from the tool's default toggle rates.
